==> design/flow/design.v <==
`timescale 1ns / 1ps
module fairy_writeback_stage(
	input clk,
	input reset_n,
	input [1:0] hilo_we_i,
	output [1:0] hilo_we_o,
	input overflow_i,
	input unaligned_addr_i,
	input delayslot_i,
	input illegal_inst_i,
	output [31:0] epc_o,
	output exception_o,
	output eret_o,
   input [63:0] data_i,
   input [31:0] inst_i,
	input [31:0] pc_i,
	output [31:0] debug_mfc0_data,
	output [31:0] debug_cp0_cause_value,
	output reg_we_o,
	input [4:0] reg_waddr_i,
	input reg_we_i,
	output [63:0] reg_wdata_o,
	output [4:0] reg_waddr_o
 );
wire [31:0] inst = inst_i;
wire overflow = overflow_i;
wire unaligned_addr = unaligned_addr_i;
assign reg_wdata_o = inst_MFC0 ? {32'b0, mfc0_data} : data_i;
assign reg_waddr_o = reg_waddr_i;
assign reg_we_o = ~exception & reg_we_i;
assign exception_o = exception;
assign epc_o = cp0_epc;
assign eret_o = inst_ERET;
assign hilo_we_o = hilo_we_i;
assign debug_mfc0_data = mfc0_data;
assign debug_cp0_cause_value = cp0_cause_value;
wire inst_LB = inst_i[31:26] == 6'b100000;
wire inst_LBU = inst_i[31:26] == 6'b100100;
wire inst_LH = inst_i[31:26] == 6'b100001;
wire inst_LHU = inst_i[31:26] == 6'b100101;
wire inst_LW = inst_i[31:26] == 6'b100011;
wire inst_SB = inst_i[31:26] == 6'b101000;
wire inst_SH = inst_i[31:26] == 6'b101001;
wire inst_SW = inst_i[31:26] == 6'b101011;
wire mem_load_op = inst_LB | inst_LBU | inst_LH | inst_LHU | inst_LW;
wire mem_store_op = inst_SB | inst_SH | inst_SW;
wire inst_BREAK = inst_i[31:26] == 6'b000000 && inst_i[5:0] == 6'b001101;
wire inst_SYSCALL = inst_i[31:26] == 6'b000000 && inst_i[5:0] == 6'b001100;
wire inst_MFC0 = inst_i[31:21] == 11'b01000000000 &&
						inst_i[10:3] == 8'b00000000;
wire [31:0] mfc0_data = {32{inst_i[15:11] == 5'd14}} & cp0_epc
							| {32{inst_i[15:11] == 5'd12}} & cp0_status_value
							| {32{inst_i[15:11] == 5'd13}} & cp0_cause_value
							| {32{inst_i[15:11] == 5'd8}} & cp0_badvaddr
							| {32{inst_i[15:11] == 5'd9}} & cp0_count
							;
wire inst_MTC0 = inst_i[31:21] == 11'b01000000100 &&
						inst_i[10:3] == 8'b00000000;
wire inst_ERET = inst_i[31:0] == 32'h42000018;
wire illegal_inst = illegal_inst_i & 
					~inst_ERET & ~inst_BREAK & ~inst_SYSCALL
					;
wire exception = overflow | unaligned_addr
					| inst_BREAK | inst_SYSCALL
					| illegal_inst
					;
reg [31:0] cp0_epc;
always @(posedge clk)
begin
	if(reset_n == 0)
		cp0_epc <= 0;
	else if(exception)
		if(delayslot_i)
			cp0_epc <= pc_i - 4;
		else
			cp0_epc <= pc_i;
	else if(inst_MTC0 && inst_i[15:11] == 5'd14)
		cp0_epc <= data_i[31:0];
end
wire [31:0] cp0_status_value;
reg cp0_status_bev;
always @(posedge clk)
begin
	if(reset_n == 0)
		cp0_status_bev <= 0;
	else if(inst_MTC0 && inst_i[15:11] == 5'd12)
		cp0_status_bev <= data_i[22];
end
reg	cp0_status_exl;
always @(posedge clk)
begin
	if(reset_n == 0)
		cp0_status_exl <= 0;
	else if(exception || (inst_MTC0 && inst_i[15:11] == 5'd12) || inst_ERET)
		cp0_status_exl <= exception
							| (inst_MTC0 && inst_i[15:11] == 5'd12) & data_i[1]
							| ~inst_ERET
							;
end
assign cp0_status_value = {9'b0, cp0_status_bev, 20'b0, cp0_status_exl, 1'b0};
wire [31:0] cp0_cause_value;
reg [4:0] cp0_cause_exccode;
reg cp0_cause_bd;
always @(posedge clk)
begin
	if(reset_n == 0)
		cp0_cause_bd <= 0;
	else if((inst_MTC0 && inst_i[15:11] == 5'd13) || exception)
		cp0_cause_bd <= (inst_MTC0 && inst_i[15:11] == 5'd13) & data_i[31] 
							| delayslot_i;
end
always @(posedge clk)
begin
	if(reset_n == 0)
		cp0_cause_exccode <= 0;
	else if(overflow || unaligned_addr || inst_BREAK || inst_SYSCALL
			|| (inst_MTC0 && inst_i[15:11] == 5'd13)
			|| illegal_inst
			)
		cp0_cause_exccode <= {5{overflow}} & 5'd12
								| {5{unaligned_addr & mem_load_op}} & 5'd4
								| {5{unaligned_addr & mem_store_op}} & 5'd5
								| {5{unaligned_addr & ~mem_load_op & ~mem_store_op}} & 5'd4
								| {5{inst_BREAK}} & 5'd9
								| {5{inst_SYSCALL}} & 5'd8
								| {5{inst_MTC0 && inst_i[15:11] == 5'd13}} & data_i[6:2]
								| {5{illegal_inst}} & 5'd10
								;
end
assign cp0_cause_value = {cp0_cause_bd,24'b0, cp0_cause_exccode, 2'b0};
reg [31:0] cp0_badvaddr;
always @(posedge clk)
begin
	if(reset_n == 0)
		cp0_badvaddr <= 0;
	else if(unaligned_addr ||
		(inst_MTC0 && inst_i[15:11] == 5'd8))
		cp0_badvaddr <= data_i[31:0];
end
reg [31:0] cp0_count;
always @(posedge clk)
begin
	if(reset_n == 0)
		cp0_count <= 0;
	else if(inst_MTC0 && inst_i[15:11] == 5'd9)
		cp0_count <= data_i[31:0];
	else
		cp0_count <= cp0_count + cp0_count_step;
end
reg cp0_count_step;
always @(posedge clk)
begin
	if(reset_n == 0)
		cp0_count_step <= 0;
	else
		cp0_count_step <= ~cp0_count_step;
end
endmodule  
==> design/flow/run.sh <==
#!/bin/bash
# OpenROAD 26Q1-2900-gdf79404cd8, Yosys 0.63+post, stock flow scripts
make -C /OpenROAD-flow-scripts/flow DESIGN_CONFIG=/design/flow/config.mk WORK_HOME=/design/flow/orfs finish
==> design/flow/config.mk <==
export PLATFORM = sky130hd
export DESIGN_NAME = fairy_writeback_stage
export DESIGN_NICKNAME = fairy_writeback_stage
export VERILOG_FILES = /design/flow/design.v
export SDC_FILE = /design/flow/constraint.sdc
export NUM_CORES = 4
export LEC_CHECK = 1
export CORE_AREA = 10 10 197 197
export DIE_AREA = 0 0 207 207
==> design/flow/constraint.sdc <==
current_design fairy_writeback_stage

set clk_period 9.3
set clk_io_pct 0.2

create_clock -name clk0 -period $clk_period [get_ports {clk}]

set non_clock_inputs [all_inputs -no_clocks]
set_input_delay [expr $clk_period * $clk_io_pct] -clock clk0 $non_clock_inputs
set_output_delay [expr $clk_period * $clk_io_pct] -clock clk0 [all_outputs]
==> results.json <==
{
  "status": "finished, final reports clean",
  "ys_cells": 855,
  "drtPass1Iterations": 8,
  "yosysWarnings": 1,
  "synth-main-ff-cell": "dfxtp_1",
  "r2r-start": "cp0_count[0]$_SDFF_PN0_",
  "critPathCaptureType": "output pin",
  "worst_slew_pin_slew_ns": 0.8154,
  "cts-root-buf": "clkbuf_16",
  "worstPathCellList": "clkdlybuf4s50_1 > or4_1 > or4b_4 > or4_4 > a2111oi_4 > buf_4 > inv_1 > clkdlybuf4s50_1",
  "ant_nets": 0,
  "fin_crit_sh_pct": 78.43,
  "p_comb_share_pct": 19.9,
  "dieHeight_um": 207,
  "antenna_found_initial": 0,
  "finalHoldViolations": 0,
  "crit_fanout": 30,
  "clkPwrFrac_pct": 35.4,
  "drive_gt1_share_pct": 5.801,
  "crit_top_cell": "clkdlybuf4s50_1",
  "worstSetupPathType": "primary input to output pin",
  "vias": 6944,
  "p_leak_nw": 3.805,
  "edf_count": 0,
  "clk_pin_slew_ns": 0.06,
  "dieWidth_um": 207,
  "place.port_buffers": 271,
  "fin_setup_tns_ns": 0,
  "drt-initial-drc-count": 576,
  "warnings": 25,
  "ctsLongestPathBuffers": 2,
  "rsz0062_at_grt": "no",
  "arrival_ns": 5.43,
  "max-vdd-ir-drop_mv": 0.07829,
  "drcViolationCount": 0,
  "htreeDepth": 3,
  "wl_per_cell_um": 18.97,
  "top_area_share_pct": 31.16,
  "async_flop_share_pct": 0,
  "slew_viol_final": 0,
  "synth.area.top_cells": "dfxtp_1, nand2_1, mux2i_1",
  "routed_wirelength_um": 29240,
  "synthToLayoutAreaGrowth_pct": 48.49,
  "cp.required_ns": 7.44,
  "r2r_slack_ns": 6.66,
  "swShare_pct": 27.43,
  "p_sw_mw": 0.2989,
  "syn-mean-instance-area_sq_um": 7.889,
  "num_rows": 68,
  "skew_ns": 0.01571,
  "grt_pass1_vias": 6816,
  "start_kind": "primary input",
  "track_usage_pct": 13.01,
  "cts_resized": 0,
  "pwr-share-seq_pct": 44.7,
  "min-delay-start": "cp0_count_step$_SDFF_PN0_",
  "maxCapViolations": 0,
  "fmax_mhz": 137.1,
  "max_stage_delay_ns": 0.56,
  "setup-violations-final": 0,
  "synth_area_sq_um": 6745,
  "fp_util_pct": 19.53,
  "pin_count": 312,
  "grt_max_degree": 89,
  "coreArea_sq_um": 34540,
  "slowest_stage": "or4_1",
  "power_mw": 1.089,
  "grt_pass1_wl_um": 43680,
  "clock_latency_ns": 0.37,
  "yosysChipArea_sq_um": 6745,
  "holdBufCountCts": 0,
  "dieArea_sq_um": 42850,
  "cts_tree": "done",
  "hold_end": "cp0_count_step$_SDFF_PN0_",
  "numCtsBuffers": 9,
  "gp_routability_congestion": 0.8833,
  "r2r_cells": 8,
  "grt_overflow": 0,
  "hpwl_um": 22840,
  "cts_sinks": 105,
  "cell_internal_pwr_mw": 0.7906,
  "hold_path.class": "flop to flop",
  "whs_path_depth": 1,
  "postSynthCellCount": 855,
  "powerDensity_nw_per_um2": 108.8,
  "synth_flops": 105,
  "reg2reg_to": "cp0_count[30]$_SDFF_PN0_",
  "ys_seq_share_pct": 31.16,
  "vias_per_cell": 4.506,
  "diodes": 0,
  "fin_crit_ns": 7.294,
  "synth_cell_types": 51,
  "relSlewSlack_pct": 45.47,
  "cts_setup_buffers": 0,
  "synth_top_cell_by_area": "dfxtp_1"
}
cells in the final DEF (no fill, tap or decap), drive strengths merged, types with 3 or more instances in the layout:
cell type / count
a211oi: 26
a21oi: 21
a222oi: 24
a22oi: 14
a311oi: 22
a31oi: 3
and2: 35
and3: 19
and4: 3
buf: 13
clkbuf: 9
clkdlybuf4s50: 271
clkinv: 3
conb: 26
dfxtp: 105
ha: 3
inv: 34
mux2: 8
mux2i: 40
nand2: 115
nand2b: 3
nand3: 18
nand4: 8
nor2: 94
nor2b: 4
nor3: 20
nor3b: 6
nor4: 11
nor4b: 5
o21ai: 38
o31ai: 3
or3: 6
or4: 4
xnor2: 27
xor2: 31
flip-flops by register name, summed over array words and instances, names as in the netlist:
| signal | cells |
|---|---|
| cp0_badvaddr | 32 |
| cp0_cause_bd | 1 |
| cp0_cause_exccode | 5 |
| cp0_count | 32 |
| cp0_count_step | 1 |
| cp0_epc | 32 |
| cp0_status_bev | 1 |
| cp0_status_exl | 1 |
cells in the mapped netlist, types with 2 or more instances:
| library cell | instances |
|---|---|
| o21ai_0 | 38 |
| mux2_2 | 8 |
| nand3b_1 | 2 |
| o31ai_1 | 3 |
| and4_1 | 3 |
| and2_1 | 35 |
| nor4_1 | 11 |
| a22oi_1 | 14 |
| dfxtp_1 | 105 |
| a211oi_1 | 24 |
| clkbuf_1 | 51 |
| a222oi_1 | 24 |
| nand4b_1 | 2 |
| a211oi_2 | 2 |
| buf_4 | 38 |
| or2_2 | 2 |
| inv_1 | 29 |
| nand4_1 | 8 |
| a311oi_2 | 14 |
| mux2i_1 | 40 |
| nor3b_1 | 6 |
| nand3_1 | 18 |
| ha_1 | 3 |
| nand2_1 | 115 |
| and3_1 | 19 |
| xor2_1 | 31 |
| or3_1 | 6 |
| nor2b_1 | 4 |
| nor4b_1 | 5 |
| a21oi_1 | 21 |
| nand2b_1 | 3 |
| a31oi_1 | 3 |
| nor3_1 | 20 |
| buf_6 | 3 |
| nor2_1 | 94 |
| or4_1 | 3 |
| a311oi_1 | 8 |
| xnor2_1 | 27 |
power by group through the flow:
stage	combinational, mW	clock (mW)	sequential [mW]
6_report	0.217	0.386	0.487
5_1_grt	0.238	0.412	0.489
4_1_cts	0.221	0.393	0.487
metrics by stage:
step	setup WS, ns	utilization (%)	hold WS, ns	std cells	cell area [sq um]
global route	1.865	29.00	0.4307	1541	10020
finish	2.006	29.00	0.4174	1541	10020
floorplan	3.191	-	0.3967	880	6839
global placement	2.041	28.14	0.4044	1525	9721
detailed placement	1.981	28.14	0.4116	1525	9721
CTS	1.977	29.00	0.4212	1541	10020
layer usage:
layer	track usage (%)	share of wire, %	up-vias
met5	0	0	-
met3	3.473	7.8	16
li1	-	-	3426
met4	1.405	1.2	0
met2	20.57	45	277
met1	18.04	46	3225
kinds of logic after synthesis:
kind of cell | after synthesis | synth area share, %
compound gates | 156 | 18.27
xor+xnor | 58 | 7.531
fa+ha+maj | 3 | 0.5565
buf+inv | 124 | 9.367
flops | 105 | 31.16
mux | 48 | 7.271
other cells | 1 | 0.05559
simple gates | 360 | 25.78
worst max-delay path: cells and delay by family:
kind | cells | cell delay, ns
buf+inv | 4 | 1.63
simple gates | 3 | 1.57
compound gates | 1 | 0.36
worst max-delay path by stage:
stage	to	cells past startpoint	slack, ns	startpoint
5_1_grt	exception_o	8	1.86	inst_i[27]
6_report	exception_o	8	2.01	inst_i[27]
4_1_cts	exception_o	8	1.98	inst_i[27]
cell type report:
| class | count | area, sq um |
|---|---|---|
| Sequential cell | 105 | 2102 |
| Fill cell | 3650 | 24530 |
| Inverter | 30 | 112.6 |
| Multi-Input combinational cell | 651 | 4126 |
| Tap cell | 455 | 569.3 |
| Timing Repair Buffer | 284 | 2810 |
| Clock buffer | 9 | 225.2 |
| Clock inverter | 7 | 70.07 |
No activity file was given, so power comes from the tool's default toggle rates.
